==> /design/flow/design.v <==
module loopback #(
  parameter pioWidth = 10
) (
  inout                       b_test,
  input        [pioWidth-1:0] odata,
  input        [pioWidth-1:0] oenable,
  output logic [pioWidth-1:0] idata
);
   assign b_test = oenable ? odata : 1'bz;
   assign idata = odata ^ oenable;
endmodule
==> /design/flow/run.sh <==
#!/bin/bash
# OpenROAD 26Q1-2900-gdf79404cd8, Yosys 0.63+post, stock flow scripts
make -C /OpenROAD-flow-scripts/flow DESIGN_CONFIG=/design/flow/config.mk WORK_HOME=/design/flow/orfs finish
==> /design/flow/config.mk <==
export PLATFORM = sky130hd
export DESIGN_NAME = loopback
export DESIGN_NICKNAME = loopback
export VERILOG_FILES = /design/flow/design.v
export SDC_FILE = /design/flow/constraint.sdc
export NUM_CORES = 4
export LEC_CHECK = 1
export CORE_AREA = 10 10 70 70
export DIE_AREA = 0 0 80 80
==> /design/flow/constraint.sdc <==
current_design loopback

set clk_period 1.0
set clk_io_pct 0.2

create_clock -name clk0 -period $clk_period

set non_clock_inputs [all_inputs -no_clocks]
set_input_delay [expr $clk_period * $clk_io_pct] -clock clk0 $non_clock_inputs
set_output_delay [expr $clk_period * $clk_io_pct] -clock clk0 [all_outputs]
==> impl_metrics.json <==
{
  "ys_area_um2": 95.1,
  "synth_seq_share_pct": 0,
  "yosysWarnings": 2,
  "die-width_um": 80,
  "syn_inst": 11,
  "die-height_um": 80,
  "cts_setup_buffers": 0,
  "synth_cell_types": 2,
  "cts_resized": 57,
  "fp-row-count": 21,
  "yosys-stat-cells": 11,
  "synth.cell_area_um2": 95.1,
  "stop_error": "[error] [KeplerFormal.cpp:679] Workflow failed: Iso has multiple drivers: .odata0, input1.X0",
  "io_pins": 31,
  "avgSynthCellArea_um2": 8.64,
  "status": "stopped before the end",
  "haltStage": "4_1_cts",
  "floorplanUtilization_pct": 2.78,
  "dp.cells": 86,
  "place.gp.congestion": 0.669,
  "port_buffers": 30,
  "hold_buffers": 0
}
## per-stage QoR
step | hold slack [ps] | setup TNS (ps) | instance area [um^2] | worst slack [ps]
after floorplan | 425 | 0 | 95.1 | 481
after global placement | 907 | -5410 | 445 | -574
after detailed placement | 907 | -5470 | 445 | -595
## cell families after synthesis
kind of cell and share of synthesized area (%):
buf+inv 7.90, xor+xnor 92.1
## Yosys cell counts (all sizes together)
cell / instances / area, um^2
xor2: 10 / 87.6
buf: 1 / 7.51
