--- flow/run.sh ---
#!/bin/bash
# OpenROAD 26Q1-2900-gdf79404cd8, Yosys 0.63+post, stock flow scripts
make -C /OpenROAD-flow-scripts/flow DESIGN_CONFIG=/design/flow/config.mk WORK_HOME=/design/flow/orfs finish
--- flow/config.mk ---
export PLATFORM = sky130hd
export DESIGN_NAME = pio
export DESIGN_NICKNAME = pio
export VERILOG_FILES = /design/flow/design.v
export SDC_FILE = /design/flow/constraint.sdc
export NUM_CORES = 4
export LEC_CHECK = 1
export CORE_AREA = 10 10 109 109
export DIE_AREA = 0 0 119 119
--- flow/constraint.sdc ---
current_design pio

set clk_period 6.1
set clk_io_pct 0.2

create_clock -name clk0 -period $clk_period [get_ports {clk}]

set non_clock_inputs [all_inputs -no_clocks]
set_input_delay [expr $clk_period * $clk_io_pct] -clock clk0 $non_clock_inputs
set_output_delay [expr $clk_period * $clk_io_pct] -clock clk0 [all_outputs]
--- flow/design.v ---
module pio #(
    parameter addrWidth = 32,
    parameter dataWidth = 32,
    parameter pioWidth = 10,  
    parameter writeStrobeWidth = 4  
) (
    inout                         b_test,
    input                         t_ctrl_awvalid,
    output logic                  t_ctrl_awready,
    input         [addrWidth-1:0] t_ctrl_awaddr,
    input                   [2:0] t_ctrl_awprot,  
    input                         t_ctrl_wvalid,
    output logic                  t_ctrl_wready,
    input         [dataWidth-1:0] t_ctrl_wdata,
    input  [writeStrobeWidth-1:0] t_ctrl_wstrb,
    output logic                  t_ctrl_bvalid,
    input                         t_ctrl_bready,
    output logic            [1:0] t_ctrl_bresp,
    input                         t_ctrl_arvalid,
    output logic                  t_ctrl_arready,
    input         [addrWidth-1:0] t_ctrl_araddr,
    input                   [2:0] t_ctrl_arprot,
    output logic                  t_ctrl_rvalid,
    input                         t_ctrl_rready,
    output logic  [dataWidth-1:0] t_ctrl_rdata,
    output logic            [1:0] t_ctrl_rresp,
    output logic                  irq0,
    output logic                  irq1,
    output logic   [pioWidth-1:0] odata,
    output logic   [pioWidth-1:0] oenable,
    input          [pioWidth-1:0] idata,
    input clk,
    input reset_n
);
localparam  W_I = 3'b001;
localparam  W_A = 3'b010;
localparam  W_D = 3'b100;
logic [2:0] w_state, w_state_nxt;
logic w_i_a, w_i_d, w_a_d, w_d_i;
assign w_i_d = t_ctrl_awvalid & t_ctrl_awready & t_ctrl_wvalid & t_ctrl_wready;
assign w_i_a = t_ctrl_awvalid & t_ctrl_awready;
assign w_a_d = t_ctrl_wvalid & t_ctrl_wready;
assign w_d_i = t_ctrl_bvalid & t_ctrl_bready;
assign w_state_nxt =
  ((w_state == W_I) & w_i_d) ? W_D :
  ((w_state == W_I) & w_i_a) ? W_A :
  ((w_state == W_A) & w_a_d) ? W_D :
  ((w_state == W_D) & w_d_i) ? W_I : w_state;
always @(posedge clk or negedge reset_n)
  if (!reset_n) w_state <= W_I;
  else          w_state <= w_state_nxt;
logic awe;
logic [1:0] awaddr;
assign awe = t_ctrl_awvalid & t_ctrl_awready;
always @(posedge clk or negedge reset_n)
    if (~reset_n) awaddr <= 2'b00;
    else if (awe) awaddr <= t_ctrl_awaddr[3:2];
assign t_ctrl_awready = (w_state == W_I);
logic owe, oee;
logic [pioWidth-1:0] wdata;
assign owe = t_ctrl_wvalid & t_ctrl_wready & (awe ? (t_ctrl_awaddr[3:2] == 2'b00) : (awaddr == 2'b00));
assign oee = t_ctrl_wvalid & t_ctrl_wready & (awe ? (t_ctrl_awaddr[3:2] == 2'b01) : (awaddr == 2'b01));
assign wdata = t_ctrl_wdata[pioWidth-1:0];
always @(posedge clk or negedge reset_n)
    if (~reset_n) odata <= {pioWidth{1'b0}};
    else if (owe) odata <= wdata;
always @(posedge clk or negedge reset_n)
    if (~reset_n) oenable <= {pioWidth{1'b0}};
    else if (oee) oenable <= wdata;
assign t_ctrl_wready = (w_state == W_I) | (w_state == W_A);
assign t_ctrl_bresp = 2'b00;  
assign t_ctrl_bvalid = (w_state == W_D);
localparam  R_I = 2'b01;
localparam  R_D = 2'b10;
logic [1:0] r_state, r_state_nxt;
logic r_i_d, r_d_i;
assign r_i_d = t_ctrl_arvalid & t_ctrl_arready;
assign r_d_i = t_ctrl_rvalid & t_ctrl_rready;
assign r_state_nxt =
  ((r_state == R_I) & r_i_d) ? R_D :
  ((r_state == R_D) & r_d_i) ? R_I : r_state;
always @(posedge clk or negedge reset_n)
  if (!reset_n) r_state <= R_I;
  else          r_state <= r_state_nxt;
logic are;
logic [1:0] araddr;
assign are = t_ctrl_arvalid & t_ctrl_arready;
always @(posedge clk or negedge reset_n)
    if (~reset_n) araddr <= 2'b00;
    else if (are) araddr <= t_ctrl_araddr[3:2];
assign t_ctrl_arready = (r_state == R_I);
logic [pioWidth - 1:0] rdata;
assign rdata = (
    (araddr == 2'b00) ? odata :
    (araddr == 2'b01) ? oenable :
    (araddr == 2'b10) ? idata : idata
);
assign t_ctrl_rdata = {{(dataWidth - pioWidth){1'b0}}, rdata};
assign t_ctrl_rvalid = (r_state == R_D);
assign irq0 = 1'b0; 
assign irq1 = &idata;
endmodule
==> notes.md <==
fresh numbers from the pnr run: outcome completed, max-slew violation count 0, Final setup viols 0, total count of hold-check failures in the final report 0, total grt overflow 0, Antenna diodes 0, beginning of the worst hold path w_state[2], sequential element share of the synthesized area 0.455, commonest cells after routing, fill and taps aside 66 x clkdlybuf4s50_1, 27 x conb_1, 27 x dfrtp_1, critical path fanouts, max 2, Tmin final around 3.7 ns, IO Port Bufs 66, fraction of layout instances using a drive strength above 1 0.201, # rows 36, leak pwr roughly 1.0 nW, Max-cap violations 0, H-tree depth reported by CTS 2, number of buffers inserted during clock tree synthesis 5, count of unresolved DRC violations after routing 0, maximum number of pins on one net before global-route repair 30, tool warnings 118, Largest cells by area dfrtp_1 42%, mux2_2 18%, buf_4 13%, number of global-route vias before repair about 1,400, Least-Margin Pin Slew ~0.69 ns, detail-routed net length per standard cell around 14 microns, cell depth of the worst flop-to-flop path 4, total routing usage reported by global routing 0.0688, Chip Area, Yosys 1600 sq um, worst vdd ir 0.0728 mV, IO Count between 150 and 200, area inside the core boundary 9640 sq um, layout filler cell count around 1,000, startpoint of the worst register-to-register path w_state[0], Final Routed Wirelength roughly 4900 microns, largest buffer count on any clock path 2, sink count of the clock tree 29, worst clock skew 0.00640 ns, summed instance area of the synthesized netlist 1600 sq um, WS Path Type input pin to output pin, clock-pin slew reported for the worst setup and hold paths after clock tree synthesis 0.07 ns, highest-count logic cell in the final layout clkdlybuf4s50_1, synth unique cells 24, Final Power 0.000518 W, category of the worst setup path launch point input pin, Iter 0 DRT Violations ~65, die height ~120 microns, Max Freq ~270 MHz, global-route wire length before repair 7770 microns, R2R Path End odata[9], library cell with the largest summed area after synthesis dfrtp_1, Critical Path Sink Type output pin, number of cells after detailed placement ~340, initial antenna violation count 0, Cells on Worst Hold Path 1, average cell area after synthesis 11.2 sq um, count of endpoints without a timing constraint 1, period utilisation layout 0.614, Cell Count, Final, Fillers Out ~350, starting density of the core 0.166, CTS tree built, worst hold path class register to register, number of vias after detailed routing between 1,000 and 1,500, post-route worst setup slack 2.36 ns, number of detailed-routing iterations run before antenna repair 4, pre-CTS setup slack 2.33 ns, number of post-CTS setup repair buffers 0, post-cts resize count 0, data arrival time of the worst path 2.52 ns, endpoint with the worst hold slack w_state[0], post-route ant nets 0, power per unit of standard cell area approximately 210 nW/um^2, Worst EP required 4.88 ns, Clock Root Buffer clkbuf_8, area share, top type 0.422, growth of design area from synthesis to finish 50.9%, horizontal die dimension 119 microns, number of synthesis warnings 3, Worst slew margin 0.541, worst reg2reg setup slack 4.10 ns, post-route setup TNS 0 ns, final RePlAce weighted congestion 0.765, total half-perimeter wirelength after legalization and detailed placement 3930 microns, total cells reported by yosys after synthesis 143, setup repair after global routing missed its margin no, count of hold-fix buffers inserted at cts 0, number of standard cells after synthesis roughly 140, Total Die Area 14,200 sq um, Clock Latency Late Sink between 0.2 and 0.3 ns, flops & latches, synth 29, per-cell via count in the routed design about 3.5
## sequential cells by signal, indices dropped and copies added, names as in the netlist
signal / flops
odata: 10
oenable: 10
w_state: 3
r_state: 2
awaddr: 2
araddr: 2
## power breakdown
part	switching [W]	internal, W
Sequential	0.0000410	0.000201
Clock	0.0000738	0.000102
Combinational	0.0000248	0.0000752
Total	0.000140	0.000378
## Yosys cell counts (all sizes together)
| master | instances |
|---|---|
| buf | 29 |
| dfrtp | 27 |
| mux2 | 25 |
| nand2 | 18 |
| o21ai | 12 |
| mux2i | 11 |
| a21oi | 4 |
| clkbuf | 2 |
| dfstp | 2 |
| nand4 | 2 |
| or3 | 2 |
| a211oi | 1 |
| and2 | 1 |
| and3b | 1 |
| conb | 1 |
| inv | 1 |
| nand3b | 1 |
| nor3 | 1 |
| nor3b | 1 |
| or2 | 1 |
## critical path, cell delays in order
cell,delay [ns]
clkdlybuf4s50_1,0.52
nand4_1,0.13
nor3_1,0.16
clkdlybuf4s50_1,0.50
## stage by stage
stage	instance area, sq um	utilization	hold WS [ns]
after CTS	2410	0.251	0.475
final	2410	0.251	0.478
after floorplan	1700	-	0.434
after global routing	2410	0.251	0.504
after global placement	2310	0.240	0.477
after detailed placement	2310	0.240	0.482
## per-layer routing
metal,part of all wire,track usage
met1,0.43,0.0844
met2,0.47,0.113
met3,0.090,0.0317
met4,0.0071,0.00611
met5,0,0
## logic make-up after synthesis
family	synth area share
AOI/OAI and AO/OA	0.0618
and+or+nand+nor	0.0923
buffers and inverters	0.144
other	0.00234
muxes	0.245
DFF	0.455
## how the worst max path moves through the flow
stage	start	endpoint	slack, ns	cells past startpoint
4_1_cts	idata[1]	irq1	2.32	4
5_1_grt	idata[1]	irq1	2.29	4
6_report	idata[1]	irq1	2.36	4
## area by class of cell
type,instances,area [sq um],share of cell area
multi-input cells,108,739,0.306
well taps,133,166,0.0689
flip-flops and latches,29,728,0.302
repair buffers,68,676,0.280
clock buffers,7,96.3,0.0399
inverters,1,3.75,0.00155
clock inverters,1,5.00,0.00207
Power is estimated from default activity; no workload was simulated.
